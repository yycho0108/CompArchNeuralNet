## /design/flow/design.v

```verilog
module input_conditioner
(
input 	    clk,             
input	    noisysignal,     
output reg  conditioned,     
output reg  positiveedge,    
output reg  negativeedge     
);
    parameter counterwidth = 3;  
    parameter waittime = 3;      
    reg[counterwidth-1:0] counter = 0;
    reg synchronizer0 = 0;
    reg synchronizer1 = 0;
    always @(posedge clk ) begin
		positiveedge <= 0;
		negativeedge <= 0;
        if(conditioned == synchronizer1)
            counter <= 0;
        else begin
            if( counter == waittime) begin
                counter <= 0;
                conditioned <= synchronizer1;
                positiveedge <= synchronizer1;
                negativeedge <= !synchronizer1;
            end
			else begin
                counter <= counter+1;
			end
        end
        synchronizer0 <= noisysignal;
        synchronizer1 <= synchronizer0;
    end
endmodule
```

## /design/flow/run.sh

```bash
#!/bin/bash
# OpenROAD 26Q1-2900-gdf79404cd8, Yosys 0.63+post, stock flow scripts
make -C /OpenROAD-flow-scripts/flow DESIGN_CONFIG=/design/flow/config.mk WORK_HOME=/design/flow/orfs finish
```

## /design/flow/config.mk

```make
export PLATFORM = sky130hd
export DESIGN_NAME = input_conditioner
export DESIGN_NICKNAME = input_conditioner
export VERILOG_FILES = /design/flow/design.v
export SDC_FILE = /design/flow/constraint.sdc
export NUM_CORES = 4
export LEC_CHECK = 1
export CORE_AREA = 10 10 70 70
export DIE_AREA = 0 0 80 80
```

## /design/flow/constraint.sdc

```tcl
current_design input_conditioner

set clk_period 1.6
set clk_io_pct 0.2

create_clock -name clk0 -period $clk_period [get_ports {clk}]

set non_clock_inputs [all_inputs -no_clocks]
set_input_delay [expr $clk_period * $clk_io_pct] -clock clk0 $non_clock_inputs
set_output_delay [expr $clk_period * $clk_io_pct] -clock clk0 [all_outputs]
```

==> ci_impl_report.md <==
## Implementation flow summary

| Metric | Value |
|---|---|
| Status | complete, no violations |
| EDFF count, synth | 1 |
| Min-Delay Path Depth | 0 |
| Most frequent cells after synthesis | dfxtp_1, ha_1, nor3_1 |
| Clock skew | roughly 0.0067 ns |
| Clk sinks | 8 |
| Final Util | 0.111 |
| Max VDD drop | 0.423 mV |
| Port Buffers | 4 |
| Async SR Flop Fraction | 0 |
| Met2 usage | 0.0193 |
| Cell Pwr Density | 1140 nW/um2 |
| Cells after DPL | 69 |
| Vias per Instance | 2.23 |
| DRT iter0 DRCs | 2 |
| Ys flops | 8 |
| Late-Pin Clk Latency | 0.25 ns |
| CP Launch Type | register |
| Worst-Margin Slew | 0.377 ns |
| Max-slew violations | 0 |
| Fin crit period | 1.44 ns |
| Worst path max stage delay | 0.48 ns |
| GRT Total Usage | 0.0151 |
| Die area | ~6400 um2 |
| FP Rows | 21 |
| Avg WL per Cell | 5.89 um |
| Kind of critical path | register to primary output |
| Drt drc | 0 |
| Most Crowded Layer GR | met2 |
| Max Clock Freq | between 600 and 700 MHz |
| First-pass GRT wire length | 717 um |
| CTS max path bufs | 2 |
| Cell count listed in synth_stat.txt | 19 |
| Chip width | 80 um |
| H-tree Lvls | 1 |
| Final Hold Fails | 0 |
| # setup viols final | 0 |
| CTS tree | done |
| Core Footprint | 3420 um2 |
| Delay-heaviest family, CP | buffers and inverters |
| Initial antenna violation count | 0 |
| Die H | 80 um |
| Top cells by area | dfxtp_1, edfxtp_1, ha_1 |
| CTS resizes | 0 |
| Vias in the first global route | between 150 and 200 |
| Vias | 163 |
| Syn Area/Cell | 13.4 um2 |
| Tally of OpenROAD warnings | 25 |
| Max Cap Viol | 0 |
| Relative slew slack | 0.747 |
| Top-level I/O count | 5 |
| DR pass1 iterations | 2 |
| Syn Std Cell Area | 254 um2 |
| Instance count on the critical path | 1 |
| Count leader, synth | dfxtp_1 |
| Area Overhead vs Synth | 48.8% |
| Detail Route Antenna Nets | 0 |
| Clock transition at the registers of the reported paths | 0.05 ns |
| DRT Wirelength | 430 um |
| Cells along the critical path | clkdlybuf4s50_1 |
| Largest net degree at the start of global routing | 7 |
| Top-area cell share | 0.552 |
| Hold Buf Count CTS | 0 |
| WP data required | 1.28 ns |
| Inserted Clock Buffers | 3 |
| Worst min path class | register to register |
| Critical Path End Type | primary output |
| Area leader, netlist | dfxtp_1 |
| Cycle use final | 0.900 |
| Antenna diode count | 0 |
| Leakage | 0.133 nW |
| Dominant register cell | dfxtp_1 |
| Cells after Synth | 19 |
| Reg2reg path depth | 3 |
| Met3 Track Usage GR | 0.0159 |
| Total grt overflow | 0 |
| Post-CTS setup buffers | 0 |
| Core Util at FP | 0.0744 |
| Unique cell types | 11 |
| Critical path peak fanout | 4 |
| Layout cells sized above 1 | 0.185 |
| Layout Cells excl Fill | 73 |
| Met1 Use GR | 0.0149 |
| RSZ-0062 raised after global routing | no |
| YS chip area | 254 um2 |
| HPWL Detailed | 341 um |
| WP buf/inv | 1 |
| Yosys warnings | 1 |
| Routability cong. | 0.600 |
| Sequential area share after synthesis | 0.670 |
| CP arrival | 1.12 ns |
| Setup_tns | 0 ns |
| Clock root buffer | clkbuf_4 |
| Slowest stage cell, crit path | clkdlybuf4s50_1 |
final timing paths:
kind	from	endpoint	slack (ns)
setup / recovery	conditioned$_DFFE_PP_	conditioned	0.16
hold / removal	synchronizer0$_DFF_P_	synchronizer1$_DFF_P_	0.33
setup reg to reg	counter[0]$_SDFF_PP0_	conditioned$_DFFE_PP_	0.41
hold reg to reg	synchronizer0$_DFF_P_	synchronizer1$_DFF_P_	0.33
layout by cell type, fill, tap and decap left out:
master and count:
clkbuf_1 1, nor3b_2 1, nand2_1 1, edfxtp_1 1, nor3_1 2, clkbuf_4 3
dfxtp_1 7, inv_1 1, and3b_2 1, clkdlybuf4s50_1 4, nor2b_1 1, nor2_1 1
ha_1 2, xnor2_1 1
metrics by stage:
step	power [mW]	hold WS (ns)	area (um2)	setup slack, ns
3_3_place_gp	0.271	0.316	352	0.423
5_1_grt	0.464	0.341	378	0.0841
3_5_place_dp	0.274	0.314	352	0.397
2_1_floorplan	0.260	0.310	254	0.483
4_1_cts	0.438	0.328	378	0.133
6_report	0.429	0.327	378	0.160
final cells by class:
cell class                      count  area (um2)
Fill cell                         398        3040
Sequential cell                     8         170
Multi-Input combinational cell     10        80.1
Tap cell                           46        57.6
Timing Repair Buffer                4        40.0
Clock buffer                        4        26.3
Inverter                            1        3.75
registers in the layout (all words and copies together) (netlist names):
register and flops:
counter 3, conditioned 1, negativeedge 1, positiveedge 1, synchronizer0 1, synchronizer1 1
power breakdown:
group	total, mW	switching, mW	internal [mW]	leakage (nW)
Clock	0.161	0.0656	0.0952	0.0150
Sequential	0.230	0.00774	0.222	0.0668
Combinational	0.0384	0.0152	0.0233	0.0514
Total	0.429	0.0885	0.341	0.133
kinds of logic after synthesis:
| kind of cell | after synthesis | synth area share |
|---|---|---|
| xor gates and xnor gates | 1 | 0.0345 |
| buffers and inverters | 1 | 0.0148 |
| and+or+nand+nor | 7 | 0.182 |
| DFF | 8 | 0.670 |
| adders and majority gates | 2 | 0.0985 |
worst register-to-register path: stages (launching register included):
cell     delay (ns)
dfxtp_1        0.33
ha_1           0.15
ha_1           0.25
nor2b_1        0.18
layer usage:
metal  part of all wire  vias up
met5                  0        -
met4              0.063        0
met3               0.13        2
met2               0.38        8
met1               0.43       72
li1                   -       81
Power is estimated from default activity; no workload was simulated.
