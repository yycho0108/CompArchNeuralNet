==> flow/design.v <==
module comp_float(
	output [2:0] flag, 
	input [31:0] a,
	input [31:0] b
);
wire s1, s2;
wire [7:0] e1, e2;
wire [22:0] m1, m2;
assign {s1,e1,m1} = a;
assign {s2,e2,m2} = b;
wire [1:0] sign, exp, mag;                                   
assign sign= {s1,s2};
assign exp= (e1 > e2) ? 2'b10:
            (e2 > e1) ? 2'b01: 2'b00;
assign mag= (exp == 2'b00) ? ((m1 > m2) ? 2'b10:
                                (m2 > m1) ? 2'b01: 2'b00): 2'b11;
assign flag= (sign == 2'b00) ? ((exp == 2'b10) ? 3'b100:
                                (exp == 2'b01) ? 3'b001:
       				(mag == 2'b10) ? 3'b100:
				(mag == 2'b01) ? 3'b001:3'b010):
             (sign == 2'b11) ? ((exp == 2'b10) ? 3'b001:
                                (exp == 2'b01) ? 3'b100: 
                                (mag == 2'b10) ? 3'b001:
                                (mag == 2'b01) ? 3'b100:3'b010):
             (sign == 2'b10) ? 3'b100 : 3'b001;                    
endmodule
module test_comp_float();
wire [2:0] flag;
reg [31:0] a;
reg [31:0] b;
comp_float cmp(flag, a,b);
initial begin
	a = 32'h3f800000;
	b = 32'h40000000;
	#500;
	$display("%H %H | %b", a, b, flag);
	a = 32'h40000000;
	b = 32'h3f800000;
	#500;
	$display("%H %H | %b", a, b, flag);
	a = 32'h40000000;
	b = 32'h40000000;
	#500;
	$display("%H %H | %b", a, b, flag);
end
endmodule
==> flow/run.sh <==
#!/bin/bash
# OpenROAD 26Q1-2900-gdf79404cd8, Yosys 0.63+post, stock flow scripts
make -C /OpenROAD-flow-scripts/flow DESIGN_CONFIG=/design/flow/config.mk WORK_HOME=/design/flow/orfs finish
==> flow/config.mk <==
export PLATFORM = sky130hd
export DESIGN_NAME = comp_float
export DESIGN_NICKNAME = comp_float
export VERILOG_FILES = /design/flow/design.v
export SDC_FILE = /design/flow/constraint.sdc
export NUM_CORES = 4
export LEC_CHECK = 1
export CORE_AREA = 10 10 78 78
export DIE_AREA = 0 0 88 88
==> flow/constraint.sdc <==
current_design comp_float

set clk_period 5.3
set clk_io_pct 0.2

create_clock -name clk0 -period $clk_period

set non_clock_inputs [all_inputs -no_clocks]
set_input_delay [expr $clk_period * $clk_io_pct] -clock clk0 $non_clock_inputs
set_output_delay [expr $clk_period * $clk_io_pct] -clock clk0 [all_outputs]
==> results.sh <==
# flow metrics
export IMPL_instances_no_fill=247
export IMPL_min_delay_start="b[31]"
export IMPL_seqCellArea_um2=0
export IMPL_vias_per_cell=4.227
export IMPL_cts_resized=0
export IMPL_gp_congestion=0.7991
export IMPL_critPathKind="primary input to primary output"
export IMPL_grt_pass1_vias=1089
export IMPL_startpoint_type="primary input"
export IMPL_port_buffers=67
export IMPL_cp_slowest_stage_delay_ps=500
export IMPL_crit_buf_inv=3
export IMPL_ys_cells=128
export IMPL_die_area_um2=7744
export IMPL_drt_iter0_drc=26
export IMPL_setup_viol=0
export IMPL_hold_buffers=0
export IMPL_cp_max_fo=3
export IMPL_core_area_um2=4414
export IMPL_p_leak_nw=0.8089
export IMPL_fin_area_um2=1690
export IMPL_period_used_pct=92.46
export IMPL_final_core_util_pct=38.29
export IMPL_rows=24
export IMPL_die_w_um=88
export IMPL_endpoint_kind="primary output"
export IMPL_routedWlPerCell_um=11.09
export IMPL_fin_ws_ps=399.6
export IMPL_crit_path_cell_trace="clkdlybuf4s50_1 -> inv_1 -> ha_1 -> a21o_1 -> a221o_1 -> a21oi_2 -> o221a_2 -> o21a_1 -> ha_1 -> a221oi_1 -> a211oi_1 -> clkdlybuf4s50_1"
export IMPL_grt_pass1_wl_um=4616
export IMPL_routed_wl_um=2738
export IMPL_ys_warn_count=0
export IMPL_syn_to_final_growth_pct=77.06
export IMPL_outcome="finished clean"
export IMPL_ys_seq_share_pct=0
export IMPL_insertedDiodeCount=0
export IMPL_dp_hpwl_um=2624
export IMPL_vias=1044
export IMPL_io_pins=67
export IMPL_fp_util_pct=21.63
export IMPL_whs_ps=3138
export IMPL_slew_violations=0
export IMPL_dp_cells=247
export IMPL_fmax_mhz=204.1
export IMPL_critPathTopFamily="AND-OR/OR-AND gates"
export IMPL_synth_area_um2=954.7
export IMPL_p_total_uw=114.0
export IMPL_die_y_um=88
export IMPL_min_period_ps=4900
export IMPL_gr_total_overflow=0
export IMPL_rsz0062_at_grt="false"
export IMPL_tns_ps=0
export IMPL_crit_path_top_delay_cell="clkdlybuf4s50_1"
export IMPL_power_density_nw_per_um2=67.43
export IMPL_worst_pin_slew_ps=320.8
export IMPL_grtUsageTotal_pct=6.916
export IMPL_drc=0
export IMPL_maxSlewHeadroom_pct=78.58
export IMPL_ff_count=0
export IMPL_synth_cells=128
export IMPL_hold_viol_final=0
export IMPL_syn_avg_cell_area_um2=7.458
export IMPL_vdd_ir_drop_max_mv=0.02521
export IMPL_cts_setup_buffers=0
export IMPL_ys_area_um2=954.7
export IMPL_hold_class="primary input to primary output"
export IMPL_postRouteAntennaNets=0
export IMPL_clock_buffers=0
export IMPL_cp_required_ps=4240
export IMPL_dpl_worst_slack_ps=375.0
export IMPL_crit_arrival_ps=3840
export IMPL_synth_cell_types=32
export IMPL_cap_violations=0
export IMPL_critPathLaunch="a[16]"
export IMPL_warnings=33
export IMPL_firstDrtPassIters=4
export IMPL_drive_above_1_share_pct=4.103
export IMPL_antenna_found_initial=0
export IMPL_grt_max_degree=6
export IMPL_dpl_cell_area_um2=1690
[cell type report]
type	count	area, um^2
Fill cell	448	2724
Inverter	33	123.9
Multi-Input combinational cell	95	830.8
Timing Repair Buffer	67	670.6
Tap cell	52	65.06
[cells in the mapped netlist]
library cell	instances	share of area, %
o2bb2ai_1	1	0.92
o211ai_1	1	0.79
a21o_1	2	1.6
ha_1	33	43
a21oi_1	9	4.7
a31oi_2	1	1.3
and4_1	1	0.92
a221o_1	1	1.0
a221oi_1	2	1.8
o21ai_1	1	0.52
nor2b_1	1	0.66
nand3_1	1	0.52
and4bb_1	1	1.3
and3_1	1	0.66
nor3_1	2	1.0
nand4_1	5	3.3
and2_1	1	0.66
and2_0	1	0.66
o221ai_1	2	1.8
o221a_2	1	1.2
a211oi_2	1	1.3
a2111oi_4	1	2.9
or2_1	1	0.66
nor2_1	7	2.8
o21ai_0	1	0.52
a211oi_1	2	1.6
nand3b_1	1	0.79
inv_1	33	13
and4_4	1	1.2
a21oi_2	3	2.8
o21a_1	1	0.79
nand2_1	8	3.1
[report_power, final]
| part | leakage (nW) | switching (mW) | internal, mW |
|---|---|---|---|
| sequential | 0 | 0 | 0 |
| combinational | 0.809 | 0.0407 | 0.0732 |
| clock | 0 | 0 | 0 |
[kinds of logic after synthesis]
group / count (synthesis) / share of synthesized area [%]
fa+ha+maj: 33 / 43.25
buf+inv: 33 / 12.98
simple gates: 32 / 18.22
compound gates: 30 / 25.56
[worst paths after layout]
check                     end  slack [ps]  depth (start not counted)
worst max-delay path  flag[0]         400                         12
worst min-delay path  flag[2]        3140                          3
[placed cells by master (no fill, tap or decap), types with 2 or more instances in the layout]
cell type and count:
a211oi_1 2, a21o_1 2, a21oi_1 9, a21oi_2 3, a221oi_1 2, clkdlybuf4s50_1 67, ha_1 33, inv_1 33
nand2_1 8, nand4_1 5, nor2_1 7, nor3_1 2, o221ai_1 2
[metal layers]
metal	GRT usage, %	vias up	part of all wire, %
met5	0	-	0
met4	0	0	0
met3	2.339	0	9.8
met2	10.91	37	43
met1	9.485	416	47
li1	-	591	-
Power and IR drop assume default switching activity.
